### /design/flow/run.sh
#!/bin/bash
# OpenROAD 26Q1-2900-gdf79404cd8, Yosys 0.63+post, stock flow scripts
make -C /OpenROAD-flow-scripts/flow DESIGN_CONFIG=/design/flow/config.mk WORK_HOME=/design/flow/orfs finish
### /design/flow/config.mk
export PLATFORM = sky130hd
export DESIGN_NAME = PWM
export DESIGN_NICKNAME = PWM
export VERILOG_FILES = /design/flow/design.v
export SDC_FILE = /design/flow/constraint.sdc
export NUM_CORES = 4
export LEC_CHECK = 1
export CORE_AREA = 10 10 112 112
export DIE_AREA = 0 0 122 122
### /design/flow/constraint.sdc
current_design PWM

set clk_period 4.6
set clk_io_pct 0.2

create_clock -name clk0 -period $clk_period [get_ports {clk}]

set non_clock_inputs [all_inputs -no_clocks]
set_input_delay [expr $clk_period * $clk_io_pct] -clock clk0 $non_clock_inputs
set_output_delay [expr $clk_period * $clk_io_pct] -clock clk0 [all_outputs]
### /design/flow/design.v
module clk_div(
	input clk,
	output clk_out);
	reg [18:0] cntr;
	always @(posedge clk)
		cntr <= cntr + 1;
	assign clk_out = cntr[18];
endmodule
module PWM(
    input clk,
    input inc,
    input dec,
    output pwm_out
    );
	clk_div cd(.clk(clk), .clk_out(slow_clk));
	reg [6:0] cntr = 0;
	reg [6:0] pulse_width = 0;
	parameter max_count = 7'b1100100;
	always @(posedge slow_clk)
	  cntr <= (cntr == max_count) ? 0 : cntr + 1;
	always @(posedge slow_clk) 
	  if(inc && (pulse_width < max_count))
			pulse_width <= pulse_width + 1; 
	  else if(dec && (pulse_width > 0))
			pulse_width <= pulse_width - 1; 
	  else
			pulse_width <= pulse_width;       
  assign pwm_out = (pulse_width > cntr);
endmodule
==> reports/metrics.yaml <==
ys_seq_elements: 33
worst_setup_hold_path_clk_slew_ns: 0.07
combinational_cell_area_excluding_buffers_and_inverters_um2: 873
hold_buffers: 0
cp-start-kind: "flip-flop"
timing.fmax_mhz: 697
sequential_cell_area_um2: 731
cts-buffers-inserted: 3
final_min_period_over_clock_period_pct: 31.2
clock_latency_ns: 0.25
cell_row_count: 37
die-height_um: 122
crit_buf_inv: 0
synthesis.area_per_instance_um2: 10.2
grt.total_usage_pct: 3.31
grt_max_degree: 16
total_leakage_power_uw: 0.000672
grt_setup_unrepaired: "no"
initial_core_util_pct: 16.1
drt-initial-drc-count: 63
hold_viol_final: 0
ctsResizeCount: 0
fin_crit_ns: 1.43
critical_path_required_ns: 4.79
remaining_drc_errors: 0
cts.repair_timing.setup_buffer_count: 0
area_of_the_die_mm2: 0.0149
h-tree-depth: 1
worstPathMaxFanout: 5
chip_area_estimate_from_yosys_synthesis_mm2: 0.00165
total_power_of_the_final_layout_uw: 293
timing.slew.headroom_pct: 57.9
core_mm2: 0.0102
final.setup_skew_ns: 0.00778
drive_gt1_share_pct: 7.10
drv_cap: 0
yosysCellCount: 162
synth-warning-count: 3
mappedNetlistArea_mm2: 0.00165
unclocked_regs: 14
synth_async_sr_flop_share_pct: 0
pin_count: 4
crit_path_top_delay_cell: "sky130_fd_sc_hd__dfxtp_1"
grt_overflow_total: 0
die-width_um: 122
area_delta_synth_final_pct: 14.9
crit_chain: "ha_1 -> nand4_1 -> nor2_2 -> and3_2 -> xor2_1"
worstMarginPinSlew_ns: 0.627
criticalPathCategory: "reg -> reg"
port-buffer-count: 3
grt_pass1_wl_mm: 4.31
vdd_drop_max_uv: 142
grt_antenna_before_repair: 0
powerDensity_mw_per_mm2: 155
clock-root-buffer: "sky130_fd_sc_hd__clkbuf_8"
highest_cell_delay_on_the_worst_timing_path_ns: 0.38
unconstrained_endpoints: 22
dominant_delay_contributor_by_cell_family_on_the_critical_path: "simple AND/OR/NAND/NOR gates"
enable_flop_cells: 7
drv_slew: 0
tritoncts: "done"
ys_types: 34
wirelength_mm: 2.46
ff_type: "sky130_fd_sc_hd__dfxtp_1"
avgViaCountPerCell: 3.49
antennaDiodeCount: 0
worst_setup_path_end_kind: "flip-flop"
cts_buffer_depth: 2
warning_count: 27
worstHoldPathType: "reg -> reg"
final.setup.tns_ns: 0
detailed_place_hpwl_mm: 1.89
yosys.stat.seqShare_pct: 44.3
setup_viol: 0
nFillCells: 1097
detail_route.wl_per_cell_um: 8.05
run_status: "completed"
route.vias.total: 1063
post_synth_inst_count: 162
antenna_left: 0
gp_routability_congestion: 0.751
drt_pass1_iterations: 4
timing.critical_path.arrival_ns: 1.63
first_global_vias: 982
[routing by layer]
layer / track usage [%] / up-vias / wire [um]
met4: 0.224 / 0 / 0
met5: 0 / - / 0
li1: - / 580 / -
met1: 4.87 / 475 / 1330
met2: 5.01 / 8 / 1030
met3: 0.845 / 0 / 97
[cells in the mapped netlist, drive strengths merged, types with 2 or more instances]
library cell | instances | area (um^2)
nor2 | 10 | 40.0
and3 | 3 | 21.3
nor3 | 3 | 20.0
o21ai | 4 | 20.0
and4 | 2 | 22.5
nand2 | 11 | 41.3
dfxtp | 26 | 521
ha | 16 | 200
edfxtp | 7 | 210
nand3 | 11 | 60.1
xnor2 | 20 | 175
nand4 | 7 | 43.8
nor2b | 3 | 18.8
xor2 | 7 | 61.3
inv | 12 | 45.0
a21oi | 6 | 30.0
[report_power, final]
group | internal [uW] | switching, uW
Combinational | 6.99 | 7.59
Sequential | 167 | 0
Clock | 60.1 | 52.2
Total | 234 | 59.8
[worst paths after layout]
kind,from,to,slack (ns),cells past startpoint
max reg2reg,cd.cntr[0],cd.cntr[10],3.17,5
min reg2reg,cd.cntr[0],cd.cntr[0],0.43,1
max,cd.cntr[0],cd.cntr[10],3.17,5
min,cd.cntr[0],cd.cntr[0],0.43,1
[registers in the layout, summed over array words and instances, names as in the netlist]
name         count
cd.cntr         19
cntr             7
pulse_width      7
[layout by cell type, fill, tap and decap left out, types with 2 or more instances in the layout]
master,Yosys,final
sky130_fd_sc_hd__dfxtp_1,26,26
sky130_fd_sc_hd__clkdlybuf4s50_1,0,3
sky130_fd_sc_hd__nor2b_1,3,3
sky130_fd_sc_hd__nand4_1,7,7
sky130_fd_sc_hd__ha_1,16,16
sky130_fd_sc_hd__and3_2,2,2
sky130_fd_sc_hd__nand2_1,11,11
sky130_fd_sc_hd__xnor2_1,20,20
sky130_fd_sc_hd__xor2_1,7,7
sky130_fd_sc_hd__nand3_1,10,10
sky130_fd_sc_hd__edfxtp_1,7,7
sky130_fd_sc_hd__a21oi_1,6,6
sky130_fd_sc_hd__inv_1,12,12
sky130_fd_sc_hd__clkbuf_8,0,3
sky130_fd_sc_hd__nor2_1,9,9
sky130_fd_sc_hd__and4_4,2,2
sky130_fd_sc_hd__nor3_1,2,2
sky130_fd_sc_hd__o21ai_0,4,4
[layout make-up]
cell class	count	share of cell area, %
inverters	12	2.38
well taps	136	8.98
flip-flops and latches	33	38.5
repair buffers	3	1.58
clock inverters	1	0.264
multi-input cells	117	46.1
clock buffers	3	2.18
[cell families after synthesis]
family                   after synthesis  synth area share [%]
AND-OR/OR-AND                         19                  7.44
XOR/XNOR                              27                  14.3
flip-flops                            33                  44.3
buffers and inverters                 12                  2.73
adder cells (fa/ha/maj)               17                  13.4
AND/OR/NAND/NOR                       54                  17.8
[through the flow]
step	hold slack, ns	area, um^2	cells	setup slack, ns	utilization (%)
floorplan	0.383	1650	162	3.31	-
global placement	0.393	1850	301	3.23	18.1
detailed placement	0.407	1850	301	3.18	18.1
CTS	0.436	1900	305	3.17	18.5
global route	0.464	1900	305	3.00	18.5
finish	0.432	1900	305	3.17	18.5
