`design/flow/config.mk`:
```
export PLATFORM = sky130hd
export DESIGN_NAME = seg7_display
export DESIGN_NICKNAME = seg7_display
export VERILOG_FILES = /design/flow/design.v
export SDC_FILE = /design/flow/constraint.sdc
export NUM_CORES = 4
export LEC_CHECK = 1
export CORE_AREA = 10 10 97 97
export DIE_AREA = 0 0 107 107
```
`design/flow/constraint.sdc`:
```
current_design seg7_display

set clk_period 7.4
set clk_io_pct 0.2

create_clock -name clk0 -period $clk_period [get_ports {clk}]

set non_clock_inputs [all_inputs -no_clocks]
set_input_delay [expr $clk_period * $clk_io_pct] -clock clk0 $non_clock_inputs
set_output_delay [expr $clk_period * $clk_io_pct] -clock clk0 [all_outputs]
```
`design/flow/design.v`:
```
module divider (
	input [20:0] Q, 
	input [11:0] M, 
	output reg [8:0] Quo,
	output reg [8:0] Rem);
	reg [20:0] a1, p1;
	reg [11:0] b1;
	integer i;
	always @(Q, M) begin
		a1 = Q;
		b1 = M;
		p1 = 0;
		for(i=0; i<21; i=i+1) begin
			p1 = {p1[19:0], a1[20]};
			a1[20:1] = a1[19:0];
			p1 = p1-b1;
			if(p1[20] == 1) begin
				a1[0] = 0;
				p1 = p1 + b1;
				end
			else
				a1[0] = 1;
		end
		Quo = a1;
		Rem = p1; 
		end
endmodule
module time_div(input clk, output reg clk_div);
	reg [21:0] s = 22'b0;
	always @(posedge clk) begin
		s <= s+1;
		clk_div <= s[12];
		end
endmodule
module seg7_display(
	input clk,
	input [8:0] angle,
	output reg [3:0] anode,
	output reg [6:0] num	
    );
	 reg [3:0] num_reg;
	always @(num_reg)begin
			case(num_reg)
				4'd0: num <= 7'b1000000;
				4'd1: num <= 7'b1111001;
				4'd2: num <= 7'b0100100;
				4'd3: num <= 7'b0110000;
				4'd4: num <= 7'b0011001;
				4'd5: num <= 7'b0010010;
				4'd6: num <= 7'b0000010;
				4'd7: num <= 7'b1111000;
				4'd8: num <= 7'b0000000;
				4'd9: num <= 7'b0010000;
				default: num <= 7'b0000000;
			endcase
		end
	wire [3:0] hundreds, tens, ones;
	wire [6:0] Quo2, Rem1, Rem2, Quo3;
	divider div1(.Q(angle), .M(7'd100), .Quo(hundreds), .Rem(Rem1));
	divider div2(.Q(Rem1), .M(4'd10), .Quo(tens), .Rem(Rem2));
	divider div3(.Q(angle), .M(4'd10), .Quo(Quo3), .Rem(ones));
	reg [2:0] state=0;
	parameter S0 = 0, S1 =1, S2 =2, S3 =3, S4 =4;
	wire clk_div;
   time_div td(.clk(clk),.clk_div(clk_div));
   always @(posedge clk_div) begin
		case (state)
		S0: begin state <= S1;end 
		S1: begin state <= S2; end
		S2: begin state <= S3; end
		S3: begin state <= S0; end
		S4:  begin state <= S0;  end
		default: state <= S0;
		endcase 
		end
	always @(state) begin
	case (state)
	S0: begin anode <= 4'b0111; num_reg <= ones; end
	S1: begin anode <= 4'b1011; num_reg <= tens; end
	S2: begin anode <= 4'b1101; num_reg <= hundreds; end
	S3: begin anode <= 4'b1110; num_reg <= 0; end
	S4: begin anode <= 4'b1111; num_reg <= 0; end
	default: begin anode <= 4'b1111; num_reg <= 0; end 
	endcase 
	end
endmodule
```
`design/flow/run.sh`:
```
#!/bin/bash
# OpenROAD 26Q1-2900-gdf79404cd8, Yosys 0.63+post, stock flow scripts
make -C /OpenROAD-flow-scripts/flow DESIGN_CONFIG=/design/flow/config.mk WORK_HOME=/design/flow/orfs finish
```
==> qor.csv <==
stage,metric,value,unit
status,status,did not finish,
status,haltStage,global placement without I/O,
status,error,[ERROR GPL-0301] Utilization 176.132 % exceeds 100%.,
floorplan,die_y,107,um
synth,syn-cell-area,0.0109,mm^2
synth,ys_chip_area,0.0109,mm^2
floorplan,rows,31,
synth,top_cell,nor2_1,
floorplan,initial_core_util,150,%
synth,largest_area_cell,xnor2_1,
synth,ys_cells,1613,
floorplan,die_width,107,um
synth,synth.avg_cell_area,6.76,um^2
synth,ys_ff,16,
synth,yosys-top-cells-count,"nor2_1 (144), nand2_1 (132), xnor2_1 (113), a21oi_1 (89), nor3_1 (79)",
synth,flop_cell,dfxtp_1,
synth,synth.distinct_cells,122,
synth,synth-edff-count,0,
timing,unclocked_pins,2,
synth,top_area_share,9.08,%
timing,untimed_endpoints,6,
synth,yosysWarnings,12,
synth,synth_cells,1613,
synth,synthArstFlopShare,0,%
synth,synth_seq_share,2.94,%
synth,area_leaders,"xnor2_1 (9.1%), ha_1 (6.1%), nor2_1 (5.0%)",
cell families after synthesis:
| logic type | count (synthesis) | synth area share [%] |
|---|---|---|
| compound gates | 505 | 34.1 |
| xor+xnor | 165 | 14.3 |
| flops | 16 | 2.94 |
| buf+inv | 139 | 5.36 |
| mux | 28 | 2.66 |
| simple gates | 706 | 34.3 |
| fa+ha+maj | 54 | 6.27 |
